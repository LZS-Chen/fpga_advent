===== ./design.v =====
module corescore_emitter_uart
  #(
    parameter clk_freq_hz = 0,
    parameter baud_rate = 1000000)
  (
   input wire 	    i_clk,
   input wire 	    i_rst,
   input wire [7:0] i_data,
   input wire 	    i_valid,
   output reg 	    o_ready,
   output wire 	    o_uart_tx
);
   localparam START_VALUE = clk_freq_hz/baud_rate;
   localparam WIDTH = $clog2(START_VALUE);
   reg [WIDTH:0]  cnt = 0;
   reg [9:0] 	    data;
   assign o_uart_tx = data[0] | !(|data);
   always @(posedge i_clk) begin
      if (cnt[WIDTH] & !(|data)) begin
	 o_ready <= 1'b1;
      end else if (i_valid & o_ready) begin
	 o_ready <= 1'b0;
      end
      if (o_ready | cnt[WIDTH])
	cnt <= {1'b0,START_VALUE[WIDTH-1:0]};
      else
	cnt <= cnt-1;
      if (cnt[WIDTH])
	data <= {1'b0, data[9:1]};
      else if (i_valid & o_ready)
	data <= {1'b1, i_data, 1'b0};
   end
endmodule

===== ./constraint.sdc =====
current_design corescore_emitter_uart

set clk_period 2.7
set clk_io_pct 0.2

create_clock -name clk0 -period $clk_period [get_ports {i_clk}]

set non_clock_inputs [all_inputs -no_clocks]
set_input_delay [expr $clk_period * $clk_io_pct] -clock clk0 $non_clock_inputs
set_output_delay [expr $clk_period * $clk_io_pct] -clock clk0 [all_outputs]

===== ./run.sh =====
#!/bin/bash
# OpenROAD 26Q1-2900-gdf79404cd8, Yosys 0.63+post, stock flow scripts
make -C /OpenROAD-flow-scripts/flow DESIGN_CONFIG=/design/flow/config.mk WORK_HOME=/design/flow/orfs finish

===== ./config.mk =====
export PLATFORM = sky130hd
export DESIGN_NAME = corescore_emitter_uart
export DESIGN_NICKNAME = corescore_emitter_uart
export VERILOG_FILES = /design/flow/design.v
export SDC_FILE = /design/flow/constraint.sdc
export NUM_CORES = 4
export LEC_CHECK = 1
export CORE_AREA = 10 10 71 71
export DIE_AREA = 0 0 81 81

==> ds_physical_params.txt <==
Implementation parameters

Parameter                              Value

Worst hold path
  Startpoint of the worst hold path .................. data[9]
  Hold Path Cell Cnt .................. 2
  Path class of the lowest-slack min-delay path .................. flip-flop to flip-flop
  End of the worst hold path .................. data[9]

Drt
  Total Wirelength .................. 997 um
  Detailed-route via count .................. 312
  Routed length per instance .................. between 10 and 15 um
  Total antenna diodes in the routed design .................. 0
  Post-detailed-route DRC marker count .................. 0
  Post-route ant nets .................. 0
  Drt via density .................. 3.25
  First-iteration detailed-routing DRC count .................. 2
  Count of TritonRoute iterations in the first routing pass .................. 2

Place
  Port buffer count .................. 11
  DP Wirelength .................. 787 um
  Cell count after placement .................. 92
  RD Place Congestion .................. between 0.7 and 0.8

Synth
  Number of warnings issued by yosys .................. 1
  Sequential fraction of the synthesis area .................. 64.2%
  Area leader share .................. 52.6%
  Mean instance size in the synthesized netlist .................. 15.1 sq um
  Cell area after technology mapping .................. 514 sq um
  Post-synthesis instance total .................. 34
  Cell type contributing the most total cell area after synthesis .................. sky130_fd_sc_hd__edfxtp_1
  Top area cells in the synthesized netlist .................. sky130_fd_sc_hd__edfxtp_1, sky130_fd_sc_hd__mux2_1, sky130_fd_sc_hd__dfxtp_1
  Post-synthesis cell type count .................. 14
  Synth Register Bits .................. 12
  Count of instantiated cells in the yosys netlist .................. 34
  Post-synthesis chip area from yosys .................. 514 sq um

Die
  # rows .................. 22
  Overall chip area .................. approximately 6600 sq um
  Pre-placement core utilization .................. 14.2%
  I/O pin cnt .................. 13
  Core area .................. about 3600 sq um
  Vertical die size .................. 81 um
  Die Span X .................. ~81 um

STA
  Count of endpoints failing setup in the final report .................. 0
  Final critical path time including I/O delays and setup .................. 2.22 ns
  Count of pins over their slew limit .................. 0
  Slew at the pin closest to its max-slew limit .................. 0.446 ns
  Achievable frequency .................. around 0.45 GHz
  Worst-case headroom to the max-slew limit .................. 70.2%
  Final-report hold violation count .................. 0
  Final clock period utilization by the worst path .................. 82.1%
  Final worst clock skew .................. 0.00436 ns
  Setup repair after global routing missed its margin .................. false
  Sum Neg Setup Slack .................. 0 ns

Critical path
  Highest-delay cell along the critical path .................. sky130_fd_sc_hd__clkdlybuf4s50_1
  Kind of end point of the critical path .................. primary output
  Maximum net fanout on the critical path .................. 2
  Largest stage delay on the critical path .................. approximately 0.46 ns
  Critical path class .................. flip-flop to primary output
  Crit Reg-Reg Startpoint .................. cnt
  R2R Setup Slk .................. between 1 and 1.5 ns
  Required arrival time at the worst endpoint .................. between 2 and 2.5 ns
  Cell breakdown of the critical path .................. nor4_2, nand3_1, nand2b_1, clkdlybuf4s50_1
  Worst Path Arrival .................. 1.68 ns
  Depth of the most critical reg-to-reg path .................. 2
  Critical path startpoint category .................. flip-flop
  Capture instance of the worst register-to-register path .................. data[6]

Clock network
  H-Tree Depth .................. 1
  Number of hold buffers added after CTS .................. 0
  Root buffer cell .................. sky130_fd_sc_hd__clkbuf_8
  Setup repair bufs after CTS .................. 0
  Clock tree from TritonCTS .................. yes
  Insertion delay of the later-clocked pin in the worst-skew pair .................. 0.23 ns
  Clk sink count .................. 12
  Maximum root-to-sink buffer count .................. 2
  CTS buffer count .................. 3
  Post-CTS sizing .................. 0
  Clock-pin slew on the worst setup and hold paths .................. 0.05 ns

Pwr
  Leakage power figure .................. 0.238 nW
  Part of the total power dissipated in sequential elements .................. 53.8%
  Share of power burned in the clock network .................. between 40% and 50%
  Combinational share of power .................. 5.2%
  Peak VDD IR .................. 0.148 mV
  Internal .................. 0.325 mW
  Sw power .................. 0.0674 mW
  Power per Cell Area .................. 547 nW/um^2
  Switching fraction of total power .................. between 10% and 20%

Run
  OpenROAD warnings .................. 26
  Max-cap violations .................. 0

Global routing
  Total Routing Usage GR .................. 3.20%
  Antenna violations before repair .................. 0
  First-pass GRT wire length .................. 1590 um
  Overflow after GRT .................. 0
  Largest net degree at the start of global routing .................. 12
  Vias in the first global route .................. 339

Final layout
  Post-synthesis to final-layout area growth .................. 39.7%
  Post-Layout Cell Count .................. 96
  Share of final-layout standard cells stronger than drive strength 1 .................. between 10% and 20%

Outcome
  Run status .................. finished clean
-- metrics by stage --
step / utilization, % / power (mW) / setup WS, ns / hold slack, ns / instance area [sq um]
2_1_floorplan: - / 0.220 / 1.34 / 0.473 / 514
3_3_place_gp: 18.5 / 0.236 / 0.728 / 0.506 / 673
3_5_place_dp: 18.5 / 0.236 / 0.727 / 0.513 / 673
4_1_cts: 19.8 / 0.399 / 0.459 / 0.527 / 718
5_1_grt: 19.8 / 0.412 / 0.351 / 0.556 / 718
6_report: 19.8 / 0.393 / 0.483 / 0.521 / 718
-- cell usage in the layout, fill, tap and decap left out, drive strengths merged --
cell,netlist,final
a21oi,1,1
and2,1,1
clkbuf,0,4
clkdlybuf4s50,0,11
dfxtp,3,3
edfxtp,9,9
inv,2,2
mux2,8,8
nand2,2,2
nand2b,1,1
nand3,1,1
nor2,2,2
nor4,2,2
o22ai,1,1
-- cell type report --
type / count / area, sq um
clock buffer: 4 / 45.0
timing repair buffer: 11 / 110
sequential: 12 / 330
tap: 48 / 60.1
inverter: 2 / 7.51
fill: 397 / 2920
multi-input combinational: 19 / 165
-- kinds of logic after synthesis --
| family | Yosys count | synth area share, % |
|---|---|---|
| flip-flops | 12 | 64.2 |
| AND/OR/NAND/NOR | 9 | 11.2 |
| multiplexers | 8 | 17.5 |
| buffers and inverters | 3 | 3.65 |
| AND-OR/OR-AND | 2 | 3.41 |
-- layer usage --
layer  GRT usage (%)  wire length [um]  up-vias
met5               0                 0        -
met4           0.692                 8        0
met3            2.34                81        2
met2            5.25               507        5
met1            3.24               398      152
li1                -                 -      153
-- registers in the layout, summed over array words and instances (netlist names) --
name and count:
data 10, cnt 1, o_ready 1
-- worst max path at each step --
stage,cells past startpoint,slack (ns),end,start
final,4,0.48,o_uart_tx,data[5]
after global routing,4,0.35,o_uart_tx,data[5]
after CTS,4,0.46,o_uart_tx,data[5]
-- Yosys cell counts, drive strengths merged --
cell    n
nand2   2
edfxtp  9
nor4    2
and2    1
nand3   1
o22ai   1
nor2    2
nand2b  1
inv     2
a21oi   1
buf     1
dfxtp   3
mux2    8
-- worst max-delay path: cells and delay by family (launching register included) --
kind / cells / cell delay [ns]
simple gates: 3 / 0.57
flops: 1 / 0.41
buf+inv: 1 / 0.46
-- power groups by stage --
| stage | clock network, mW | logic (mW) | registers [mW] |
|---|---|---|---|
| CTS | 0.166 | 0.0210 | 0.212 |
| finish | 0.161 | 0.0205 | 0.212 |
| global route | 0.178 | 0.0221 | 0.213 |
No activity file was given, so power comes from the tool's default toggle rates.
