[./design.v]
module MappedSPIFlash( 
    input wire 	       clk,           
    input wire 	       rstrb,         
    input wire [19:0]  word_address,  
    output wire [31:0] rdata,         
    output wire        rbusy,         
    output wire        CLK,   
    output reg         CS_N,  
    output wire        MOSI,  
    input  wire        MISO   
);
   reg [5:0]  snd_bitcount;
   reg [31:0] cmd_addr;
   reg [5:0]  rcv_bitcount;
   reg [31:0] rcv_data;
   wire       sending   = (snd_bitcount != 0);
   wire       receiving = (rcv_bitcount != 0);
   wire       busy = sending | receiving;
   assign     rbusy = !CS_N; 
   assign  MOSI  = cmd_addr[31];
   initial CS_N  = 1'b1;
   assign  CLK   = !CS_N && !clk;  
   assign rdata = {rcv_data[7:0],rcv_data[15:8],rcv_data[23:16],rcv_data[31:24]};
   always @(posedge clk) begin
      if(rstrb) begin
	 CS_N <= 1'b0;
	 cmd_addr <= {8'h03, 2'b00,word_address[19:0], 2'b00};
	 snd_bitcount <= 6'd32;
      end else begin
	 if(sending) begin
	    if(snd_bitcount == 1) begin
	       rcv_bitcount <= 6'd32;
	    end
	    snd_bitcount <= snd_bitcount - 6'd1;
	    cmd_addr <= {cmd_addr[30:0],1'b1};
	 end
	 if(receiving) begin
	    rcv_bitcount <= rcv_bitcount - 6'd1;
	    rcv_data <= {rcv_data[30:0],MISO};
	 end
	 if(!busy) begin
	    CS_N <= 1'b1;
	 end
      end
   end
endmodule
[./run.sh]
#!/bin/bash
# OpenROAD 26Q1-2900-gdf79404cd8, Yosys 0.63+post, stock flow scripts
make -C /OpenROAD-flow-scripts/flow DESIGN_CONFIG=/design/flow/config.mk WORK_HOME=/design/flow/orfs finish
[./config.mk]
export PLATFORM = sky130hd
export DESIGN_NAME = MappedSPIFlash
export DESIGN_NICKNAME = MappedSPIFlash
export VERILOG_FILES = /design/flow/design.v
export SDC_FILE = /design/flow/constraint.sdc
export NUM_CORES = 4
export LEC_CHECK = 1
export CORE_UTILIZATION = 50
[./constraint.sdc]
current_design MappedSPIFlash

set clk_period 4.7
set clk_io_pct 0.2

create_clock -name clk0 -period $clk_period [get_ports {clk}]

set non_clock_inputs [all_inputs -no_clocks]
set_input_delay [expr $clk_period * $clk_io_pct] -clock clk0 $non_clock_inputs
set_output_delay [expr $clk_period * $clk_io_pct] -clock clk0 [all_outputs]
==> flow_metrics.tcl <==
# flow metrics
set metrics [dict create \
    status "completed" \
    utilization_pct 68.5 \
    hpwl_mm 3.00 \
    tool_warnings 31 \
    ys_area_sq_um 2990 \
    worstReg2RegEnd "cmd_addr[18]" \
    cp_slowest_stage_delay_ns 0.46 \
    grt_max_degree 33 \
    grt_pass1_vias 1841 \
    fill_cells 439 \
    ys_warn_count 1 \
    yosysTopAreaCell "edfxtp_1" \
    synth_flop_count 77 \
    critPathBufInv 3 \
    drc 0 \
    cpLargestDelayFamily "buffers and inverters" \
    slew_violations 0 \
    crit_chain "clkbuf_8 > clkbuf_8 > nor2_1 > clkdlybuf4s50_1" \
    reg2regPathDepth 3 \
    netlist.area_leader.share_pct 58.3 \
    ys_seq_share_pct 71.1 \
    row_count 27 \
    setup_violations 0 \
    syn_avg_cell_area_sq_um 13.2 \
    via_per_inst 5.04 \
    min-delay-start "rcv_data[10]" \
    setup.worst_path.end_class "output pin" \
    dp.cells 350 \
    cts_tree "yes" \
    worst_ep_arrival_time_ns 3.10 \
    fin_skew_ns 0.00628 \
    timing.rr.start "snd_bitcount[3]" \
    crit_fanout 2 \
    startpoint "clk" \
    ant_nets 0 \
    diodes 0 \
    hold_buffers 0 \
    clk_pin_slew_ns 0.07 \
    synth_cell_types 33 \
    syn_area_sq_um 2990 \
    die-height_um 79.3 \
    dr.first_iter.drc_count 94 \
    layout-drive-gt1-share_pct 9.09 \
    place_congestion 0.757 \
    clock_latency_ns 0.43 \
    required_ns 3.76 \
    dr_total_vias 1861 \
    crit_top_cell "clkbuf_8" \
    yosys-stat-cells 227 \
    fin_cells 369 \
    endpoint "CLK" \
    dr.pass1.iters 4 \
    layout_top_cells "58 x edfxtp_1, 58 x clkdlybuf4s50_1, 46 x nand2_1" \
    wl_per_cell_um 13.1 \
    post_cts_buffers 0 \
    r2r_slack_ns 2.44 \
    coreArea_sq_um 5640 \
    yosys-top-cells-area "edfxtp_1 58%, dfxtp_1 13%, nand2_1 5.8%, o21ai_0 3.5%, mux2i_1 3.0%" \
    area_growth_pct 29.4 \
    p_total_mw 1.72 \
    grt_use_total_pct 18.4 \
    drt_wl_total_mm 4.85 \
    die_w_um 79.3 \
    cts_resized 0 \
    worstSetupPathDepth 4 \
    worstHoldPathType "flop to flop" \
    fp_util_pct 52.9 \
    tns_ns 0 \
    power.density_nw_per_um2 446 \
    path_class "clock port to output pin" \
    antenna_found_initial 0 \
    worstMarginPinSlew_ns 0.800 \
    p_leak_nw 1.45 \
    max-cap-violations 0 \
    relSlewSlack_pct 46.5 \
    peakVddDrop_uv 302 \
    io_pins 59 \
    start_kind "clock port" \
    grt_overflow 0 \
    rsz0062_at_grt "no" \
    grt_pass1_wl_mm 8.19 \
    hold_viol 0 \
    port_buffers 58 \
    syn_inst 227 \
    cpMaxStageDelayCell "clkdlybuf4s50_1" \
    die-area_sq_um 6290 \
]
==> sequential cells by signal, summed over array words and instances (netlist names) <==
register,flops
rcv_data,32
cmd_addr,32
rcv_bitcount,6
snd_bitcount,6
CS_N,1
==> routing by layer <==
metal  share of wire, %  up-vias  wire [um]  global-route usage, %
met5                  0        -          0                      0
met1                 50      861       2410                   33.2
met2                 42       58       2030                   24.1
li1                   -      935          -                      -
met3                7.1        7        342                   7.47
met4                1.3        0         61                   2.73
==> synth_stat cells <==
cell / instances
clkbuf_1: 7
xnor2_1: 6
nor3b_1: 2
nand2_2: 1
nand3b_1: 1
a22o_1: 1
a211oi_1: 1
o21ai_0: 21
a21oi_1: 4
nor3_1: 5
a31o_1: 3
nand2_1: 46
mux2_2: 1
a21boi_0: 1
nor2b_1: 1
o31ai_1: 2
dfxtp_1: 19
nor4_4: 1
nor4b_1: 1
nand3_1: 1
o21a_1: 1
mux2i_1: 9
nor2_1: 14
buf_4: 2
inv_1: 6
nor3b_2: 1
or3_4: 1
buf_6: 1
and2_4: 1
ha_1: 5
edfxtp_1: 58
o211a_1: 1
nand2b_1: 2
==> worst min-delay path by stage <==
stage | endpoint | slack, ns | cells after the start
6_report | rcv_data[11] | 0.45 | 0
5_1_grt | rcv_data[11] | 0.47 | 0
4_1_cts | rcv_data[11] | 0.45 | 0
==> cell type report <==
cell class              count  area (sq um)  area share [%]
flip-flops and latches     77          2120            54.9
multi-input cells         134           792            20.5
repair buffers             60           593            15.3
clock buffers              16           196            5.08
well taps                  72          90.1            2.33
clock inverters             4          47.5            1.23
inverters                   6          22.5           0.583
==> kinds of logic after synthesis <==
kind of cell / Yosys count / synth area share (%)
and+or+nand+nor: 78 / 12.2
DFF: 77 / 71.1
AOI/OAI and AO/OA: 35 / 6.95
buffers and inverters: 16 / 2.51
muxes: 10 / 3.39
xor gates and xnor gates: 6 / 1.76
adders and majority gates: 5 / 2.09
==> stage by stage <==
| step | hold WS, ns | worst slack, ns | instance area, sq um |
|---|---|---|---|
| 2_1_floorplan | 0.400 | 1.38 | 2990 |
| 3_3_place_gp | 0.431 | 0.899 | 3630 |
| 3_5_place_dp | 0.436 | 0.899 | 3630 |
| 4_1_cts | 0.448 | 0.638 | 3860 |
| 5_1_grt | 0.468 | 0.606 | 3860 |
| 6_report | 0.450 | 0.656 | 3860 |
==> report_power, final <==
part	leakage (nW)	switching, mW	internal (mW)
combinational	0.580	0.123	0.135
sequential	0.749	0.0541	0.850
clock	0.124	0.234	0.327
total	1.45	0.411	1.31
No activity file was given, so power comes from the tool's default toggle rates.
